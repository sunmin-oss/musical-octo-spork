### design/flow/config.mk
export PLATFORM = sky130hd
export DESIGN_NAME = clock
export DESIGN_NICKNAME = clock
export VERILOG_FILES = /design/flow/design.v
export SDC_FILE = /design/flow/constraint.sdc
export NUM_CORES = 4
export LEC_CHECK = 1
export CORE_UTILIZATION = 40
### design/flow/constraint.sdc
current_design clock

set clk_period 4.5
set clk_io_pct 0.2

create_clock -name clk0 -period $clk_period [get_ports {CLOCK_50}]

set non_clock_inputs [all_inputs -no_clocks]
set_input_delay [expr $clk_period * $clk_io_pct] -clock clk0 $non_clock_inputs
set_output_delay [expr $clk_period * $clk_io_pct] -clock clk0 [all_outputs]
### design/flow/design.v
module clock (
    input CLOCK_50,          
    input [3:0] KEY,         
    input [17:0] SW,         
    output reg LCD_EN,      
    output reg LCD_RS,      
    output reg LCD_RW,      
    output [7:0] LCD_DATA,  
    output reg [17:0] LEDR, 
    output reg [8:0] LEDG,  
    output reg [6:0] HEX0,   
    output reg [6:0] HEX1,   
    output reg [6:0] HEX2,   
    output reg [6:0] HEX3,   
    output reg [6:0] HEX4,   
    output reg [6:0] HEX5    
);
    reg [31:0] clk_divider;      
    reg [1:0] mode;              
    reg timer_running;           
    reg [5:0] clock_seconds;
    reg [5:0] clock_minutes;
    reg [4:0] clock_hours;
    reg [5:0] timer_seconds;
    reg [5:0] timer_minutes;
    reg [4:0] timer_hours;
    reg [7:0] lcd_data_out;
    reg [3:0] lcd_state;
    reg [19:0] lcd_delay;
    assign LCD_DATA = (LCD_RW) ? 8'hzz : lcd_data_out;
    initial begin
        mode = 2'b00;
        timer_running = 0;
        clock_hours = 5'd11;     
        clock_minutes = 6'd04;
        clock_seconds = 6'd42;
        timer_hours = 0;
        timer_minutes = 0;
        timer_seconds = 0;
    end
    always @(posedge CLOCK_50 or negedge KEY[0]) begin
        if (!KEY[0]) begin
            clk_divider <= 0;
        end else begin
            if (clk_divider >= 50000000 - 1)
                clk_divider <= 0;
            else
                clk_divider <= clk_divider + 1;
        end
    end
    always @(posedge CLOCK_50 or negedge KEY[0]) begin
        if (!KEY[0]) begin
            mode <= 2'b00;
            timer_running <= 0;
            clock_hours <= 5'd11;
            clock_minutes <= 6'd04;
            clock_seconds <= 6'd42;
            timer_hours <= 0;
            timer_minutes <= 0;
            timer_seconds <= 0;
        end else begin
            if (!KEY[1] && !timer_running) begin
                mode <= mode + 1;
                if (mode == 2'b10) mode <= 2'b00;
            end
            if (!KEY[2] && mode == 2'b01) begin
                timer_running <= !timer_running;
            end
            if (!KEY[3] && mode == 2'b01) begin
                timer_hours <= 0;
                timer_minutes <= 0;
                timer_seconds <= 0;
                timer_running <= 0;
            end
            if (clk_divider == 0) begin
                if (mode == 2'b00) begin
                    if (clock_seconds == 59) begin
                        clock_seconds <= 0;
                        if (clock_minutes == 59) begin
                            clock_minutes <= 0;
                            if (clock_hours == 23)
                                clock_hours <= 0;
                            else
                                clock_hours <= clock_hours + 1;
                        end else
                            clock_minutes <= clock_minutes + 1;
                    end else
                        clock_seconds <= clock_seconds + 1;
                end
                if (mode == 2'b01 && timer_running) begin
                    if (timer_seconds == 59) begin
                        timer_seconds <= 0;
                        if (timer_minutes == 59) begin
                            timer_minutes <= 0;
                            if (timer_hours == 23)
                                timer_hours <= 0;
                            else
                                timer_hours <= timer_hours + 1;
                        end else
                            timer_minutes <= timer_minutes + 1;
                    end else
                        timer_seconds <= timer_seconds + 1;
                end
            end
        end
    end
    always @(posedge CLOCK_50) begin
        case (mode)
            2'b00: begin   
                LEDG <= 9'b000000001;
                LEDR <= (1 << clock_seconds[4:0]);
            end
            2'b01: begin   
                LEDG <= timer_running ? 9'b000000010 : 9'b000000100;
                LEDR <= (1 << timer_seconds[4:0]);
            end
            2'b10: begin   
                LEDG <= 9'b000001000;
                LEDR <= SW;
            end
        endcase
    end
    function [6:0] seven_seg;
        input [3:0] digit;
        begin
            case (digit)
                4'h0: seven_seg = 7'b1000000;
                4'h1: seven_seg = 7'b1111001;
                4'h2: seven_seg = 7'b0100100;
                4'h3: seven_seg = 7'b0110000;
                4'h4: seven_seg = 7'b0011001;
                4'h5: seven_seg = 7'b0010010;
                4'h6: seven_seg = 7'b0000010;
                4'h7: seven_seg = 7'b1111000;
                4'h8: seven_seg = 7'b0000000;
                4'h9: seven_seg = 7'b0010000;
                default: seven_seg = 7'b1111111;
            endcase
        end
    endfunction
    always @(posedge CLOCK_50) begin
        case (mode)
            2'b00: begin   
                HEX0 <= seven_seg(clock_seconds % 10);
                HEX1 <= seven_seg(clock_seconds / 10);
                HEX2 <= seven_seg(clock_minutes % 10);
                HEX3 <= seven_seg(clock_minutes / 10);
                HEX4 <= seven_seg(clock_hours % 10);
                HEX5 <= seven_seg(clock_hours / 10);
            end
            2'b01: begin   
                HEX0 <= seven_seg(timer_seconds % 10);
                HEX1 <= seven_seg(timer_seconds / 10);
                HEX2 <= seven_seg(timer_minutes % 10);
                HEX3 <= seven_seg(timer_minutes / 10);
                HEX4 <= seven_seg(timer_hours % 10);
                HEX5 <= seven_seg(timer_hours / 10);
            end
        endcase
    end
    parameter INIT      = 8'h00;   
    parameter INIT_WAIT = 8'h01;   
    parameter READY     = 8'h02;   
    parameter WRITE_CMD = 8'h03;   
    parameter WRITE_DATA = 8'h04;  
    parameter DELAY     = 8'h05;   
    parameter LCD_INIT1  = 8'h38;   
    parameter LCD_INIT2  = 8'h0C;   
    parameter LCD_INIT3  = 8'h06;   
    parameter LCD_INIT4  = 8'h01;   
    parameter LCD_INIT5  = 8'h80;   
    always @(posedge CLOCK_50 or negedge KEY[0]) begin
        if (!KEY[0]) begin
            lcd_state <= INIT;
            LCD_EN <= 0;
            LCD_RS <= 0;
            LCD_RW <= 0;
            delay_cnt <= 0;
            lcd_data_out <= 8'h00;
        end else begin
            case (lcd_state)
                INIT: begin
                    case (delay_cnt[19:17])
                        3'b000: begin
                            LCD_EN <= 0;
                            LCD_RS <= 0;
                            LCD_RW <= 0;
                            lcd_data_out <= LCD_INIT1;
                            if (delay_cnt[16:0] == 17'h1FFFF) begin
                                LCD_EN <= 1;
                                delay_cnt <= delay_cnt + 1;
                            end else begin
                                delay_cnt <= delay_cnt + 1;
                            end
                        end
                        3'b001: begin
                            LCD_EN <= 0;
                            lcd_data_out <= LCD_INIT2;
                            if (delay_cnt[16:0] == 17'h1FFFF) begin
                                LCD_EN <= 1;
                                delay_cnt <= delay_cnt + 1;
                            end else begin
                                delay_cnt <= delay_cnt + 1;
                            end
                        end
                        3'b010: begin
                            LCD_EN <= 0;
                            lcd_data_out <= LCD_INIT3;
                            if (delay_cnt[16:0] == 17'h1FFFF) begin
                                LCD_EN <= 1;
                                delay_cnt <= delay_cnt + 1;
                            end else begin
                                delay_cnt <= delay_cnt + 1;
                            end
                        end
                        3'b011: begin
                            LCD_EN <= 0;
                            lcd_data_out <= LCD_INIT4;
                            if (delay_cnt[16:0] == 17'h1FFFF) begin
                                LCD_EN <= 1;
                                delay_cnt <= delay_cnt + 1;
                            end else begin
                                delay_cnt <= delay_cnt + 1;
                            end
                        end
                        3'b100: begin
                            LCD_EN <= 0;
                            lcd_data_out <= LCD_INIT5;
                            if (delay_cnt[16:0] == 17'h1FFFF) begin
                                LCD_EN <= 1;
                                lcd_state <= READY;
                                delay_cnt <= 0;
                            end else begin
                                delay_cnt <= delay_cnt + 1;
                            end
                        end
                        default: delay_cnt <= delay_cnt + 1;
                    endcase
                end
                READY: begin
                    LCD_EN <= 0;
                    if (delay_cnt == 20'hFFFFF) begin
                        LCD_RS <= 0;
                        LCD_RW <= 0;
                        lcd_data_out <= 8'h80;   
                        lcd_state <= WRITE_CMD;
                        delay_cnt <= 0;
                    end else begin
                        delay_cnt <= delay_cnt + 1;
                    end
                end
                WRITE_CMD: begin
                    if (delay_cnt < 20'hFFFF) begin
                        LCD_EN <= 1;
                        delay_cnt <= delay_cnt + 1;
                    end else begin
                        LCD_EN <= 0;
                        LCD_RS <= 1;   
                        lcd_state <= WRITE_DATA;
                        delay_cnt <= 0;
                    end
                end
                WRITE_DATA: begin
                    case (delay_cnt[19:16])
                        4'h0: begin   
                            LCD_RS <= 0;
                            lcd_data_out <= 8'h80;
                        end
                        4'h1: begin
                            LCD_RS <= 1;
                            case (mode)
                                2'b00: lcd_data_out <= "C";   
                                2'b01: lcd_data_out <= timer_running ? "R" : "S";   
                                2'b10: lcd_data_out <= "M";   
                            endcase
                        end
                        4'h2: begin   
                            LCD_RS <= 0;
                            lcd_data_out <= 8'hC0;
                        end
                        4'h3: begin   
                            LCD_RS <= 1;
                            case (mode)
                                2'b00: begin   
                                    case (delay_cnt[18:16])
                                        3'b000: lcd_data_out <= ((clock_hours / 10) + 8'h30);
                                        3'b001: lcd_data_out <= ((clock_hours % 10) + 8'h30);
                                        3'b010: lcd_data_out <= 8'h3A;   
                                        3'b011: lcd_data_out <= ((clock_minutes / 10) + 8'h30);
                                        3'b100: lcd_data_out <= ((clock_minutes % 10) + 8'h30);
                                        3'b101: lcd_data_out <= 8'h3A;   
                                        3'b110: lcd_data_out <= ((clock_seconds / 10) + 8'h30);
                                        3'b111: lcd_data_out <= ((clock_seconds % 10) + 8'h30);
                                    endcase
                                end
                                2'b01: begin   
                                    case (delay_cnt[18:16])
                                        3'b000: lcd_data_out <= ((timer_hours / 10) + 8'h30);
                                        3'b001: lcd_data_out <= ((timer_hours % 10) + 8'h30);
                                        3'b010: lcd_data_out <= 8'h3A;
                                        3'b011: lcd_data_out <= ((timer_minutes / 10) + 8'h30);
                                        3'b100: lcd_data_out <= ((timer_minutes % 10) + 8'h30);
                                        3'b101: lcd_data_out <= 8'h3A;
                                        3'b110: lcd_data_out <= ((timer_seconds / 10) + 8'h30);
                                        3'b111: lcd_data_out <= ((timer_seconds % 10) + 8'h30);
                                    endcase
                                end
                                2'b10: begin   
                                    case (delay_cnt[18:16])
                                        3'b000: lcd_data_out <= "S";
                                        3'b001: lcd_data_out <= "E";
                                        3'b010: lcd_data_out <= "T";
                                        3'b011: lcd_data_out <= " ";
                                        3'b100: lcd_data_out <= ("0" + set_position);
                                        default: lcd_data_out <= " ";
                                    endcase
                                end
                            endcase
                        end
                        default: begin
                            lcd_state <= DELAY;
                            LCD_EN <= 0;
                        end
                    endcase
                    if (delay_cnt[15:0] < 16'hFFFF) begin
                        LCD_EN <= 1;
                        delay_cnt <= delay_cnt + 1;
                    end else begin
                        LCD_EN <= 0;
                        delay_cnt <= delay_cnt + 1;
                    end
                end
                DELAY: begin
                    LCD_EN <= 0;
                    if (delay_cnt < 20'hFFFFF)
                        delay_cnt <= delay_cnt + 1;
                    else begin
                        lcd_state <= READY;
                        delay_cnt <= 0;
                    end
                end
                default: lcd_state <= INIT;
            endcase
        end
    end
endmodule
### design/flow/run.sh
#!/bin/bash
# OpenROAD 26Q1-2900-gdf79404cd8, Yosys 0.63+post, stock flow scripts
make -C /OpenROAD-flow-scripts/flow DESIGN_CONFIG=/design/flow/config.mk WORK_HOME=/design/flow/orfs finish
==> impl_metrics.csv <==
group,metric,value,unit
clock_tree,post_cts_resized,0,
floorplanning,dieArea,0.0250,mm²
yosys,ys_seq_share,0.368,
global_routing,grt_pass1_wl,35.9,mm
final_timing,worst_slew_pin_slew,830,ps
yosys,ys.warnings.count,36,
yosys,avgSynthCellArea,9.01,µm²
worst_setup_path,cp-startpoint,"timer_seconds[4]",
yosys,edf_count,62,
yosys,ys.flops,131,
final_timing,clock.fmax,0.258,GHz
clock_tree,clockRootBuffer,"clkbuf_16",
floorplanning,ios,103,
floorplanning,die_h,158,µm
detailed_routing,via_per_inst,5.25,
global_routing,grt_max_degree,47,
place,io_buffers,85,
final_timing,slew_headroom,0.447,
clock_tree,h-tree-depth,4,
cells_and_area,combGateArea,0.00565,mm²
cells_and_area,drive_gt1_frac,0.0668,
floorplanning,core,0.0237,mm²
worst_setup_path,r2r-start,"timer_seconds[4]",
worst_setup_path,cp.arrival,4020,ps
final_timing,finalClockSkew,8.07,ps
global_routing,grt_overflow,0,
yosys,synth_top_area_share,0.191,
floorplanning,chipWidth,158,µm
detailed_routing,initialDrtViolationCount,403,
place,gp_congestion,0.887,
worst_setup_path,crit_type,"register to register",
yosys,ys_cells,1084,
global_routing,antenna_found_initial,0,
run_status,outcome,"complete, no violations",
final_timing,rsz0062_at_grt,"no",
final_timing,fin_crit,3870,ps
yosys,flop_cell,"edfxtp_1",
clock_tree,cts_tree,"done",
worst_hold_path,hold_path.class,"primary input to async pin",
final_timing,finalCritPeriodShare,0.861,
worst_setup_path,cp_max_fo,12,
cells_and_area,fill_cells,2243,
cells_and_area,fin_util,0.482,
yosys,yosys_area,0.00977,mm²
worst_setup_path,end_kind,"register",
clock_tree,postCtsHoldBufs,0,
clock_tree,cts_buffers,17,
global_routing,grt.total_usage,0.184,
floorplanning,rows,56,
detailed_routing,ant_nets,0,
clock_tree,clk_pin_slew_worst_paths,60,ps
worst_setup_path,worstPathRequired,4650,ps
final_timing,hold_viol,0,
global_routing,first_global_vias,7278,
place,dp_cells,1454,
detailed_routing,drc,0,
detailed_routing,wl_per_cell,14.5,µm
yosys,area_leaders,"edfxtp_1, dfrtp_1, ha_1",
yosys,postSynth.asyncResetShare,0.527,
clock_tree,post-cts-setup-buffers,0,
yosys,synth_area,0.00977,mm²
detailed_routing,diodes,0,
clock_tree,insertion_delay,420,ps
yosys,synth_area_leader_cell,"edfxtp_1",
clock_tree,clockBufferDepth,2,
final_timing,finalSetupViolCount,0,
yosys,ys_types,87,
cells_and_area,final-seq-area,0.00360,mm²
final_timing,tns,0,ps
cells_and_area,final_cells,1486,
flow_run,drv_cap,0,
clock_tree,cts_num_sinks,131,
detailed_routing,totalWireLength,21.5,mm
worst_setup_path,cp-start-kind,"register",
final_timing,slew_violations,0,
detailed_routing,first_pass_iters,7,
flow_run,warnings,90,
yosys,most_common_cell,"nand2_1",
yosys,common_cells,"nand2_1, nor2_1, ha_1",
power,vdd_drop_max,296,µV
cells_and_area,syn_to_final_growth,17.0,%
yosys,synth_cells,1084,
detailed_routing,vias,7805,
floorplanning,fp_util,0.412,
power,leakagePower,4.65,nW
place,dpl.hpwl,15.6,mm
power,powerDensity,383,mW/mm²
path summary, 6_finish.rpt:
check / depth (start not counted) / endpoint / slack [ps]
max in group asynchronous: 2 / clk_divider[15] / 2970
worst min register to register: 1 / clk_divider[0] / 510
worst min-delay path: 1 / clock_hours[2] / 490
min in group clk0: 1 / clk_divider[0] / 510
worst max-delay path: 14 / HEX0[0] / 630
worst max register to register: 14 / HEX0[0] / 630
critical path: stages, from the launching register on:
cell and delay (ps):
dfrtp_1 490, nor2_1 280, inv_1 130, ha_1 320
o31ai_2 400, nand2_2 180, xnor2_1 170, ha_1 250
and2_1 160, a311oi_1 210, o41ai_1 150, o32ai_1 400
o21a_1 280, o21a_1 150, a21oi_1 40
per-stage QoR:
stage / hold slack, ps / power [mW] / worst slack (ps) / area (µm²)
6_report: 492 / 4.37 / 626 / 11400
4_1_cts: 505 / 4.43 / 689 / 11400
5_1_grt: 532 / 4.62 / 247 / 11400
2_1_floorplan: 475 / 2.27 / 1070 / 9850
3_3_place_gp: 505 / 2.98 / 798 / 10800
3_5_place_dp: 506 / 2.98 / 711 / 10800
layout make-up:
type	count	share of cell area
Multi-Input combinational cell	841	0.494
Sequential cell	131	0.315
Timing Repair Buffer	92	0.0786
Clock buffer	21	0.0441
Tap cell	319	0.0349
Inverter	71	0.0233
Clock inverter	11	0.00986
metal layers:
layer  vias to the layer above  global-route usage  wire length [µm]
li1                       3997                   -                 -
met1                      3657               0.284             10600
met2                       134               0.291              9960
met3                        17              0.0269               748
met4                         0              0.0197               243
met5                         -                   0                 0
state kept, by name, indices dropped and copies added, names as in the netlist, 7 cells and up:
name         cells
HEX2             7
HEX1             7
clk_divider     32
HEX3             7
LEDR            18
HEX0             7
HEX4             7
power breakdown:
part	internal, mW	switching, mW	total (mW)
Combinational	0.617	0.599	1.22
Sequential	1.63	0.0979	1.73
Clock	0.870	0.562	1.43
Total	3.12	1.26	4.37
cell usage in the layout, fill, tap and decap left out, types with 13 or more instances in the layout:
cell type,instances
nor3_1,20
ha_1,91
dfrtp_1,62
mux2i_1,22
nand4_1,13
conb_1,23
a31oi_1,13
xor2_1,14
nand2b_1,15
nor2b_1,16
inv_1,68
a21oi_1,54
xnor2_1,28
clkbuf_16,20
o21ai_0,72
nand3_1,43
edfxtp_1,62
clkdlybuf4s50_1,84
a22o_1,24
nand2_1,105
nor2_1,101
logic make-up (layout without fill, tap and decap cells):
family	after synthesis	after routing	share of synthesized area
AOI/OAI and AO/OA	273	273	0.187
xor gates and xnor gates	44	44	0.0410
adders and majority gates	95	95	0.121
buffers and inverters	134	195	0.0620
DFF	131	131	0.368
muxes	29	29	0.0309
other	1	23	0.000384
and+or+nand+nor	377	377	0.189
Power and IR drop assume default switching activity.
